File: ./constraint.sdc
current_design draw_block

set clk_period 2.6
set clk_io_pct 0.2

create_clock -name clk0 -period $clk_period [get_ports {clock}]

set non_clock_inputs [all_inputs -no_clocks]
set_input_delay [expr $clk_period * $clk_io_pct] -clock clk0 $non_clock_inputs
set_output_delay [expr $clk_period * $clk_io_pct] -clock clk0 [all_outputs]
File: ./config.mk
export PLATFORM = sky130hd
export DESIGN_NAME = draw_block
export DESIGN_NICKNAME = draw_block
export VERILOG_FILES = /design/flow/design.v
export SDC_FILE = /design/flow/constraint.sdc
export NUM_CORES = 4
export LEC_CHECK = 1
export CORE_AREA = 10 10 70 70
export DIE_AREA = 0 0 80 80
File: ./design.v
module draw_block
	(
      start_x,
		start_y,
		color,
		go,
		clock,
		resetn,
		x_out,
		y_out,
		plot,
		done
	);
	input	clock, go, resetn;		
	input [7:0] start_x, start_y;
	input [2:0] color;
	output [7:0] x_out, y_out;
	output plot, done;
	wire [3:0] count;
	wire increment;
	draw_control c0(
		.count(count),
		.go(go),
		.resetn(resetn),
		.clock(clock),
		.increment(increment),
		.plot(plot),
		.done(done)
	);
	datapath d0(
		.x_in(start_x),
		.y_in(start_y),
		.increment(increment),
		.clock(clock),
		.resetn(resetn),
		.x_out(x_out),
		.y_out(y_out),
		.count(count)
	);
endmodule
module datapath(
	input [7:0] x_in, y_in,
	input increment, clock, resetn,
	output [7:0] x_out,
	output [7:0] y_out,
	output reg [3:0] count
	);
	wire [1:0] x_offset = count[1:0];
	wire [1:0] y_offset = count[3:2];
	always @(posedge clock) begin
		if (increment)
			count <= count + 1;
		else
			count <= 4'b0;
	end
	assign x_out = x_in + x_offset;
	assign y_out = y_in + y_offset;
endmodule
module draw_control(
    input [3:0] count,
	 input go, resetn, clock,
    output reg increment,
	 output reg plot,
	 output reg done
    );
    reg [1:0] current_state, next_state; 
    localparam S_WAIT     = 2'd0,
               S_CYCLE_1  = 2'd1,
               S_CYCLE_N  = 2'd2;
    always@(*)
    begin: state_table 
        case (current_state)
            S_WAIT: next_state = go ? S_CYCLE_1 : S_WAIT;
            S_CYCLE_1: next_state = S_CYCLE_N;
				S_CYCLE_N: next_state = count == 15 ? S_WAIT : S_CYCLE_N;
            default: next_state = S_WAIT;
        endcase
    end
    always @(*)
    begin: enable_signals
		  increment = 0;
		  plot = 0;
		  done = 0;
        case (current_state)
            S_WAIT: done = 1;
            S_CYCLE_1: plot = 1;
				S_CYCLE_N: begin
					increment = 1;
					plot = 1;
				end
        endcase
    end
    always@(posedge clock)
    begin: state_transition
        if(!resetn)
            current_state <= S_WAIT;
        else
            current_state <= next_state;
    end
endmodule
File: ./run.sh
#!/bin/bash
# OpenROAD 26Q1-2900-gdf79404cd8, Yosys 0.63+post, stock flow scripts
make -C /OpenROAD-flow-scripts/flow DESIGN_CONFIG=/design/flow/config.mk WORK_HOME=/design/flow/orfs finish
==> qor.yml <==
synthesis:
  ys_seq_share_pct: 26.4
  enable_flop_cells: 0
  flop_cell: "dfxtp_1"
  async_flop_share_pct: 0
  yosys_cells: 60
  synth_flops: 7
  avgSynthCellArea_um2: 8.86
  yosysTopAreaCell: "dfxtp_1"
  ys_warn_count: 2
  top_area_share_pct: 26.4
  synthCells: 60
  synthMostInstantiatedCell: "xnor2_1"
  yosys_area_um2: 532
  area_leaders: "dfxtp_1 (26%), xnor2_1 (21%), ha_1 (12%), fa_1 (7.5%), inv_1 (4.2%)"
  common_cells: "xnor2_1 (13), dfxtp_1 (7), inv_1 (6)"
  syn_area_um2: 532
  synth.distinct_cells: 18
hold_path:
  holdPathEnd: "d0.count[0]$_SDFF_PN0_"
  hold_path.startpoint: "d0.count[0]$_SDFF_PN0_"
  hold_path_class: "register to register"
  hold-path-cell-count: 1
job:
  maxCapViolations: 0
  warnings: 28
sta:
  period_needed_ps: 2490
  fin_skew_ps: 3.71
  rsz0062_at_grt: "no"
  hold_viol_final: 0
  relSlewSlack_pct: 87.4
  tightest_slew_ps: 188
  fmax_mhz: 402
  period_used_pct: 95.7
  fin_setup_tns_ps: 0
  setup_viol: 0
  drv_slew: 0
clocking:
  clock_latency_ps: 250
  cts_buffers: 3
  clkTransAtPathRegs_ps: 50
  cts_num_sinks: 7
  root_buffer: "clkbuf_4"
  clk_path_buf_depth: 2
  h-tree-depth: 1
  cts_tree: "built"
  postCtsHoldBufs: 0
global_routing:
  grt_pass1_wl_um: 2740
  grt_max_degree: 6
  first_global_vias: 613
  grtUsageTotal_pct: 5.23
  antenna_found_initial: 0
  overflow: 0
drt:
  diodes: 0
  vias: 543
  routed_wirelength_um: 1590
  first_iter_violations: 5
  drt-pass1-iter-count: 2
  post_drt_wl_per_cell_um: 10.4
  drc: 0
  viasPerCell: 3.55
  ant_nets: 0
floorplanning:
  row_count: 21
  die-area_mm2: 0.00640
  coreArea_mm2: 0.00342
  fp-utilization_pct: 15.6
  dieWidth_um: 80
  io_pins: 40
  die_h_um: 80
pwr:
  p_leak_uw: 0.000445
  ir_worst_vdd_mv: 0.384
  power_density_mw_per_mm2: 294
worst_setup_path:
  r2r_start: "d0.count[1]$_SDFF_PN0_"
  arrival_ps: 1970
  reg2reg_depth: 4
  cp-end-kind: "output port"
  r2r_setup_slack_ps: 1540
  timing.rr.end: "c0.current_state[1]$_DFF_P_"
  critPathLaunchType: "primary input"
  crit_type: "primary input to output port"
  crit_fanout: 3
  cp_data_required_time_ps: 2080
run_status:
  status: "completed"
cells_and_area:
  final_util_pct: 30.0
  drive_gt1_share_pct: 16.8
  syn_to_final_growth_pct: 92.5
placed_design:
  place.gp.congestion: 0.743
  dp.final_hpwl_um: 1440
  portBuffers: 36
critical path: stages:
cell and delay (ps):
dlygate4sd2_1 260, ha_1 290, a21o_1 190, nand3_1 100, xnor2_1 110, clkdlybuf4s50_1 490
repair_timing:
item,4_1_cts,5_1_grt
gates resized,21,1
cloned,0,0
setup endpoints to repair,14,4
pin swaps,9,3
buffers inserted,1,0
stage by stage:
step | setup slack, ps | instance area [um^2] | hold WS, ps | power, uW | cells
3_5_place_dp | -386 | 995 | 472 | 215 | 148
4_1_cts | 54.0 | 1020 | 485 | 308 | 153
2_1_floorplan | 668 | 532 | 433 | 134 | 60
6_report | 112 | 1020 | 472 | 301 | 153
5_1_grt | 15.8 | 1020 | 525 | 326 | 153
3_3_place_gp | -385 | 995 | 458 | 214 | 148
layout make-up:
cell class	count	area [um^2]
fill	358	2390
timing repair buffer	43	395
multi-input combinational	47	382
sequential	7	140
tap	46	57.6
clock buffer	4	26.3
inverter	6	22.5
worst max path at each step:
stage              start       end  slack, ps  depth (start not counted)
CTS           start_y[1]  y_out[1]         50                          5
global route  start_x[1]  x_out[7]         20                          6
finish        start_x[1]  x_out[7]        110                          6
metal layers:
layer	wire length [um]	GRT usage, %	vias up
li1	-	-	292
met5	0	0	-
met2	842	9.63	13
met1	625	5.53	238
met4	0	0.352	0
met3	118	2.39	0
kinds of logic after synthesis:
kind of cell,count (synthesis),synth area share [%]
xor+xnor,14,23.1
buf+inv,6,4.23
simple gates,22,21.6
fa+ha+maj,7,19.3
flops,7,26.4
compound gates,4,5.41
flip-flops by register name (all words and copies together), names as in the netlist:
| signal | flops |
|---|---|
| d0.count | 4 |
| c0.current_state | 3 |
cell usage in the layout, fill, tap and decap left out, types with 3 or more instances in the layout:
cell type,instances
dlygate4sd2_1,12
inv_1,5
nor2_1,3
ha_1,3
nand4_1,3
dfxtp_1,7
clkbuf_4,3
clkdlybuf4s50_1,22
xnor2_1,13
buf_4,7
nand2_1,5
nand3_1,4
power breakdown:
| group | leakage (uW) | total [uW] | internal [uW] | switching [uW] |
|---|---|---|---|---|
| clock | 0.0000150 | 96.7 | 58.5 | 38.3 |
| sequential | 0.0000573 | 115 | 112 | 3.38 |
| combinational | 0.000373 | 88.6 | 63.8 | 24.8 |
Power is estimated from default activity; no workload was simulated.
