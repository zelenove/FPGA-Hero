### flow/config.mk
export PLATFORM = sky130hd
export DESIGN_NAME = control
export DESIGN_NICKNAME = control
export VERILOG_FILES = /design/flow/design.v
export SDC_FILE = /design/flow/constraint.sdc
export NUM_CORES = 4
export LEC_CHECK = 1
export CORE_UTILIZATION = 40
### flow/constraint.sdc
current_design control

set clk_period 2.8
set clk_io_pct 0.2

create_clock -name clk0 -period $clk_period [get_ports {clock}]

set non_clock_inputs [all_inputs -no_clocks]
set_input_delay [expr $clk_period * $clk_io_pct] -clock clk0 $non_clock_inputs
set_output_delay [expr $clk_period * $clk_io_pct] -clock clk0 [all_outputs]
### flow/design.v
module FPGA_Hero(
	input [3:0] KEY,
	input [9:0] SW,
	input CLOCK_50,
	output			VGA_CLK,   				 
	output			VGA_HS,					 
	output			VGA_VS,					 
	output			VGA_BLANK_N,				 
	output			VGA_SYNC_N,				 
	output	[9:0]	VGA_R,   				 
	output	[9:0]	VGA_G,	 				 
	output	[9:0]	VGA_B   				 
	);
	wire resetn = SW[9];
	wire [7:0] VGA_X, VGA_Y;
	wire [2:0] VGA_COLOR;
	wire VGA_PLOT;
	vga_adapter VGA(
			.resetn(resetn),
			.clock(CLOCK_50),
			.colour(draw_color),
			.x(VGA_X),
			.y(VGA_Y),
			.plot(VGA_PLOT),
			.VGA_R(VGA_R),
			.VGA_G(VGA_G),
			.VGA_B(VGA_B),
			.VGA_HS(VGA_HS),
			.VGA_VS(VGA_VS),
			.VGA_BLANK(VGA_BLANK_N),
			.VGA_SYNC(VGA_SYNC_N),
			.VGA_CLK(VGA_CLK));
		defparam VGA.RESOLUTION = "160x120";
		defparam VGA.MONOCHROME = "FALSE";
		defparam VGA.BITS_PER_COLOUR_CHANNEL = 1;
		defparam VGA.BACKGROUND_IMAGE = "black.mif";
	wire [7:0] draw_x, draw_y;
	wire [2:0] draw_color;
	wire draw, done;
	control c(
		.KEY(KEY),
		.done(done),
		.clock(CLOCK_50),
		.resetn(resetn),
		.draw_x(draw_x),
		.draw_y(draw_y),
		.draw_color(draw_color),
		.draw(draw)
	);
	draw_block db(
      .start_x(draw_x),
		.start_y(draw_y),
		.color(draw_color),
		.go(draw),
		.clock(CLOCK_50),
		.resetn(resetn),
		.x_out(VGA_X),
		.y_out(VGA_Y),
		.plot(VGA_PLOT),
		.done(done)
	);
endmodule
module control(
	input [3:0] KEY,
	input done, clock, resetn,
	output reg [7:0] draw_x, draw_y,
	output reg [2:0] draw_color,
	output reg draw
	);
	reg [25:0] move_counter = 26'd0;
	reg [9:0] b_y = 10'd110;
	reg [7:0] b1_x = 8'd60;
	reg [2:0] b1_color = 3'b100;
	reg [2:0] b1_p_color = 3'b111;
	reg [7:0] b2_x = 8'd70;
	reg [2:0] b2_color = 3'b010;
	reg [2:0] b2_p_color = 3'b110;
	reg [7:0] b3_x = 8'd80;
	reg [2:0] b3_color = 3'b001;
	reg [2:0] b3_p_color = 3'b101;
	reg [7:0] b4_x = 8'd90;
	reg [2:0] b4_color = 3'b101;
	reg [2:0] b4_p_color = 3'b011;
	reg [2:0] f_color = 3'b010;
	reg [7:0] f1_x = 8'd60;
	reg [9:0] f1_y = -10'd10;
	   reg [3:0] current_state, next_state; 
		localparam DRAW_BLOCK1 = 4'd0,
                 DRAW_BLOCK2 = 4'd1,
                 DRAW_BLOCK3 = 4'd2,
					  DRAW_BLOCK4 = 4'd3,
					  DRAW_FALLING1 = 4'd4;
	always@(*)
	begin: state_table 
		case (current_state)
			DRAW_BLOCK1: next_state = done ? DRAW_BLOCK2 : DRAW_BLOCK1;
			DRAW_BLOCK2: next_state = done ? DRAW_BLOCK3 : DRAW_BLOCK2;
			DRAW_BLOCK3: next_state = done ? DRAW_BLOCK4 : DRAW_BLOCK3;
			DRAW_BLOCK4: next_state = done ? DRAW_FALLING1 : DRAW_BLOCK4;
			DRAW_FALLING1: next_state = done ? DRAW_BLOCK1 : DRAW_FALLING1;
			default: next_state = DRAW_BLOCK1;
		endcase
	end
	always @(*)
	begin: enable_signals
		draw_x = 8'b0;
		draw_y = 10'b0;
		draw_color = 3'b0;
		draw = 0;
		case (current_state)
			DRAW_BLOCK1: begin
				draw_x = b1_x;
				draw_y = b_y;
				draw_color = ~KEY[3] ? b1_p_color : b1_color;
				draw = 1;
			end
			DRAW_BLOCK2: begin
				draw_x = b2_x;
				draw_y = b_y;
				draw_color = ~KEY[2] ? b1_p_color : b1_color;
				draw = 1;
			end
			DRAW_BLOCK3: begin
				draw_x = b3_x;
				draw_y = b_y;
				draw_color = ~KEY[1] ? b1_p_color : b1_color;
				draw = 1;
			end
			DRAW_BLOCK4: begin
				draw_x = b4_x;
				draw_y = b_y;
				draw_color = ~KEY[0] ? b1_p_color : b1_color;
				draw = 1;
			end
			DRAW_FALLING1: begin
				draw_x = f1_x;
				draw_y = f1_y;
				draw_color = f_color;
				draw = 1;
			end
		endcase
	end
	always@(posedge clock) begin
		if (!resetn)
			move_counter <= 0;
		else if (move_counter >= 26'd15000000) begin
			move_counter <= 0;
			f1_y <= f1_y + 1;
			end
		else
			move_counter <= move_counter + 1;
	end
	always@(posedge clock) begin: state_transition
		if(!resetn)
			current_state <= DRAW_BLOCK1;
		else
			current_state <= next_state;
	end
endmodule
### flow/run.sh
#!/bin/bash
# OpenROAD 26Q1-2900-gdf79404cd8, Yosys 0.63+post, stock flow scripts
make -C /OpenROAD-flow-scripts/flow DESIGN_CONFIG=/design/flow/config.mk WORK_HOME=/design/flow/orfs finish
==> ci_impl_report.md <==
## PnR job results

| Metric | Value |
|---|---|
| MaxCap Viol Count | `0` |
| Skew final | `0.00237 ns` |
| Status | `finished, final reports clean` |
| TritonCTS buffer count | `5` |
| Ys async rst share | `0%` |
| Hold Vio Cnt, Final | `0` |
| Fin crit period | `2.61 ns` |
| Largest type area fraction | `32.8%` |
| H-Tree Level Count | `2` |
| First-pass GRT wire length | `6.00 mm` |
| Setup TNS | `0 ns` |
| YS chip area | `1890 µm²` |
| Ys flop type | `dfxtp_1` |
| Number of enable flip-flop cells | `8` |
| Bufs and invs on worst path | `3` |
| DRT antenna net count | `0` |
| Final setup violation count | `0` |
| Total number of vias | `1,513` |
| RSZ-0062 raised after global routing | `false` |
| Critical path arrival | `2.05 ns` |
| Clk ins delay skew pair | `0.28 ns` |
| Period utilization | `93.4%` |
| Dominant cell type by area after synthesis | `dfxtp_1` |
| Post-CTS sizing | `0` |
| Max IR drop VDD | `0.000245 V` |
| Achievable Freq | `0.383 GHz` |
| Top cells by area | `dfxtp_1 33%, edfxtp_1 13%, xnor2_1 6.0%` |
| Die ar. | `5010 µm²` |
| HPWL Detailed | `2.32 mm` |
| Post-CTS setup buffers | `0` |
| Syn_area_per_cell | `9.10 µm²` |
| IO Pins | `27` |
| Crit Path Category | `input port to output port` |
| Core Region | `4440 µm²` |
| Post-CTS Hold Buffers | `0` |
| Leakage | `0.745 nW` |
| Most common cell in the synthesized netlist | `dfxtp_1` |
| Number of synthesis warnings | `1` |
| Initial antenna violation count | `0` |
| Diodes inserted | `0` |
| Power Dens Cells | `465 nW/µm²` |
| Most used cell along the critical path | `clkdlybuf4s50_1` |
| Crit-path cells | `clkdlybuf4s50_1 > inv_1 > a22oi_1 > o221ai_1 > or2_2 > clkdlybuf4s50_1` |
| Overall die height | `70.8 µm` |
| Num rows | `24` |
| Post-synth top cells | `31 x dfxtp_1, 19 x nor3_1, 17 x nand2_1, 15 x nand3_1, 13 x xnor2_1` |
| Tool warnings | `27` |
| Clk buf depth | `2` |
| GRT Util Overall | `15.2%` |
| Largest net degree at the start of global routing | `25` |
| Crit path DRT | `2.24 ns` |
| Clk sinks | `39` |
| CP Capture Type | `output port` |
| Drt drc | `0` |
| Initial Util | `42.6%` |
| Area grow syn2layout | `19.6%` |
| Critical-path top delay cell | `clkdlybuf4s50_1` |
| Ys flops | `39` |
| WL per Instance | `12.0 µm` |
| Layout cells sized above 1 | `6.36%` |
| DR vias/cell | `5.25` |
| Worst setup SP type | `input port` |
| Slowest Stage Delay on Critical Path | `0.46 ns` |
| Final wirelength | `3.46 mm` |
| CP max FO | `2` |
| Gpl congestion | `0.770` |
| Die width | `70.8 µm` |
| CP top delay family | `buffers and inverters` |
| Clock root buffer | `clkbuf_8` |
| Clk pin slew, worst setup/hold paths | `0.07 ns` |
| Vias in the first global route | `1,344` |
| Seq share, synth | `45.5%` |
| Yosys cell count | `208` |
| Initial drt markers | `93` |
| Pins Over Slew Limit | `0` |
| Gate count after technology mapping | `208` |
| Post-Route Utilization | `51.0%` |
| Grt total ovfl | `0` |
| Synth Cell Area | `1890 µm²` |
| HP Class | `flip-flop to flip-flop` |
| Port bufs | `24` |
| Library cells used by synthesis | `37` |
| DR pass1 iterations | `6` |
| TritonCTS clock tree | `yes` |
==> worst register-to-register path: cells and delay by family (launching register included) <==
kind | cells | cell delay, ns
simple gates | 3 | 1.49
flops | 1 | 0.39
compound gates | 1 | 0.26
==> logic make-up (layout without fill, tap and decap cells) <==
logic type      Yosys count  after routing  synth area share [%]
compound gates           25             25                  8.99
xor+xnor                 19             19                  8.79
fa+ha+maj                 3              3                  1.98
buf+inv                  21             46                  4.56
flops                    39             39                  45.5
mux                       4              4                  2.12
other cells               1              4                 0.198
simple gates             96             96                  27.9
==> worst paths after layout <==
kind                            cells after the start                           to  slack (ns)                        start
worst max register to register                      4  move_counter[22]$_SDFF_PP0_        0.56   move_counter[2]$_SDFF_PP0_
worst min-delay path                                2  move_counter[20]$_SDFF_PP0_        0.52  move_counter[20]$_SDFF_PP0_
worst max-delay path                                6                draw_color[1]        0.19                       KEY[1]
worst min register to register                      2  move_counter[20]$_SDFF_PP0_        0.52  move_counter[20]$_SDFF_PP0_
==> report_power, final <==
part	switching, mW	leakage, nW	internal, mW
registers	0.0153	0.328	0.591
logic	0.0287	0.375	0.0604
clock network	0.183	0.0422	0.175
==> final cells by class <==
class,count,area [µm²]
clock buffers,7,76.3
clock inverters,1,5.00
fillers,425,2180
inverters,12,45.0
multi-input cells,151,957
flip-flops and latches,39,861
well taps,52,65.1
repair buffers,26,255
==> metrics by stage <==
stage	instance area, µm²	cells	power [mW]	hold WS (ns)	setup slack (ns)
2_1_floorplan	1900	211	0.655	0.474	0.790
3_3_place_gp	2180	280	0.709	0.507	0.185
3_5_place_dp	2180	280	0.709	0.508	0.176
4_1_cts	2260	288	1.07	0.520	0.162
5_1_grt	2260	288	1.11	0.534	0.0849
6_report	2260	288	1.05	0.518	0.186
==> registers in the layout (all words and copies together), names as in the netlist <==
signal and flops:
current_state 5, move_counter 26, f1_y 8
==> cells in the final DEF, fill, tap and decap left out, drive strengths merged, types with 2 or more instances in the layout <==
| master | instances |
|---|---|
| and3 | 3 |
| nand2 | 17 |
| nor3 | 19 |
| nor4 | 2 |
| or4 | 5 |
| o21ai | 8 |
| conb | 4 |
| or2 | 5 |
| and2 | 3 |
| nand4 | 5 |
| nand3 | 15 |
| mux2i | 4 |
| clkbuf | 7 |
| inv | 12 |
| nor2 | 4 |
| ha | 3 |
| xnor2 | 13 |
| or3 | 11 |
| clkdlybuf4s50 | 24 |
| buf | 2 |
| nor2b | 4 |
| edfxtp | 8 |
| o211ai | 2 |
| dfxtp | 31 |
| xor2 | 6 |
| a211oi | 8 |
==> per-layer routing <==
layer	GRT usage, %	up-vias	wire length [µm]
met2	23.2	34	1450
met5	0	-	0
met4	1.78	0	51
li1	-	790	-
met1	23.6	683	1790
met3	3.90	6	168
Power and IR drop assume default switching activity.
