## /design/flow/design.v

```verilog
module hex_decoder(SW, HEX);
	input [3:0] SW;
	output [6:0] HEX;
	assign HEX[0] = ~(~SW[2] & ~SW[0] | SW[3] & ~SW[0] | ~SW[3] & SW[1] | SW[2] & SW[1] | ~SW[3] & SW[2] & SW[0] | SW[3] & ~SW[2] & ~SW[1]);
	assign HEX[1] = ~(~SW[3] & ~SW[1] & ~SW[0] | ~SW[3] & SW[1] & SW[0] | SW[3] & ~SW[1] & SW[0] | ~SW[2] & ~SW[1] | ~SW[2] & ~SW[0]);
	assign HEX[2] = ~(~SW[3] & ~SW[1] | ~SW[3] & SW[0] | ~SW[3] & SW[2] | ~SW[1] & SW[0] | SW[3] & ~SW[2]);
	assign HEX[3] = ~(~SW[3] & ~SW[2] & ~SW[0] | ~SW[2] & SW[1] & SW[0] | SW[3] & ~SW[1] | SW[2] & ~SW[1] & SW[0] | SW[2] & SW[1] & ~SW[0]);
	assign HEX[4] = ~(~SW[2] & ~SW[0] | SW[1] & ~SW[0] | SW[3] & SW[1] | SW[3] & SW[2]);
	assign HEX[5] = ~(~SW[3] & SW[2] & ~SW[1] | ~SW[1] & ~SW[0] | SW[2] & ~SW[0] | SW[3] & ~SW[2] | SW[3] & SW[1]);
	assign HEX[6] = ~(~SW[3] & SW[2] & ~SW[1] | ~SW[2] & SW[1] | SW[1] & ~SW[0] | SW[3] & ~SW[2] | SW[3] & SW[0]);
endmodule
```

## /design/flow/run.sh

```bash
#!/bin/bash
# OpenROAD 26Q1-2900-gdf79404cd8, Yosys 0.63+post, stock flow scripts
make -C /OpenROAD-flow-scripts/flow DESIGN_CONFIG=/design/flow/config.mk WORK_HOME=/design/flow/orfs finish
```

## /design/flow/config.mk

```make
export PLATFORM = sky130hd
export DESIGN_NAME = hex_decoder
export DESIGN_NICKNAME = hex_decoder
export VERILOG_FILES = /design/flow/design.v
export SDC_FILE = /design/flow/constraint.sdc
export NUM_CORES = 4
export LEC_CHECK = 1
export CORE_AREA = 10 10 70 70
export DIE_AREA = 0 0 80 80
```

## /design/flow/constraint.sdc

```tcl
current_design hex_decoder

set clk_period 1.3
set clk_io_pct 0.2

create_clock -name clk0 -period $clk_period

set non_clock_inputs [all_inputs -no_clocks]
set_input_delay [expr $clk_period * $clk_io_pct] -clock clk0 $non_clock_inputs
set_output_delay [expr $clk_period * $clk_io_pct] -clock clk0 [all_outputs]
```

==> design notes <==
The run finished with clean final reports. The area added between synthesis and finish was 169%. The logs give 0 ps for the accumulated negative setup slack and 0 for the number of antenna diodes.

Entering global routing, the biggest net connects 10 pins. Looking at the max-slew report, the worst-margin pin has a slew of 203 ps. The highest net fanout along the worst path is 8, and the wire length per cell after detailed routing is 9.38 um. The ratio of routed vias to standard cells was 3.00. The tools report the total I/O pin count as 11. With the maximum vdd ir drop at 0.0542 mV, the final max-slew violation count is 0. The fraction of the cycle the final worst path needs is 0.990, and the final cell area excluding filler cells is 508 um^2.

The flow reported a cell area power density of 311 nW/um^2. Top-area cell type share of the netlist area: 0.0795. The simple-gate area share of the yosys netlist was 0.278. The top cell types in the final layout, fill and taps aside, are sky130_fd_sc_hd__buf_4 (12), sky130_fd_sc_hd__buf_6 (5), sky130_fd_sc_hd__buf_2 (4). The worst setup path is captured at a primary output. The critical path is of the input port to primary output type. Registers take 0 um^2. For this block, the via count after detailed routing is 303. The tools report the initial core utilization as 0.0553. The path class of the tightest hold or removal check is input port to primary output.

Fraction of the mapped netlist area in adder cells: 0. Data arrives at the worst endpoint at 1030 ps. The post-synthesis xor/xnor area fraction works out to 0.0927. The worst setup path is launched from an input port. The floorplan step defined a core boundary enclosing 3420 um^2. The number of clock buffer instances in the layout was 0; the number of search-and-repair iterations in the first detailed-routing pass was 4. The tools report the count of sequential standard cells as 0.

The tools report the weighted congestion at the end of routability-driven global placement as 0.646. For reference, the top logic cell family by area is AND-OR/OR-AND gates. With the static leakage power at 0.221 nW, the minimum period implied by the final worst setup slack is 1290 ps. The proportion of layout cells with a drive suffix above 1 came out at 0.673. The first routing iteration left 22 violations. The count of buffers added on input and output ports is 11.

The HPWL after detailed placement is 647 um. The run gives 0.424 for the compound-gate portion of the synthesized area. Of all cell types, the one taking the most synthesized area is sky130_fd_sc_hd__nand3_1. Hold buffer count at CTS: 0. The die is 80 um tall. With the mean cell area of the mapped netlist at 5.90 um^2, the fmax is 777 MHz.

The number of cells reported by Yosys stat comes to 32. The tools report the worst setup path startpoint as SW[0]. The stage-log warning count was 33; the routed wire length was 947 um. Ranked by total cell area, the synthesized netlist is headed by sky130_fd_sc_hd__nand3_1 (7.9%), sky130_fd_sc_hd__o21ai_0 (7.9%), sky130_fd_sc_hd__buf_4 (7.9%).

The run gives 0.864 as the headroom to the max-slew limit. The capturing element of the worst setup path was HEX[2]. According to the floorplan log, the row count is 21. According to the timing report, the data required time at the worst endpoint equals 1040 ps.

The count of maximum capacitance violations came out at 0. Synthesized area: 189 um^2. From the final report, the count of setup violators was given as 0. Recorded from the global router log, the overflow total was 0. Post-synthesis mux area share: 0.

The final standard cell utilization of the core was 0.149; the total die size was 6400 um^2. The wire length of the first global-routing pass is 1510 um. In the synthesized netlist, the number of instances is 32. Total placed instance area: 385 um^2. The number of global-route vias before repair came out at 306.

Counting endpoints that fail hold in the final report gives 0. The logs give 0 for the number of antenna violations at the first check in global routing and 0 for the share of the yosys chip area belonging to registers. Among logic cells in the layout, the one with the most instances is sky130_fd_sc_hd__buf_4. Setup repair after global routing could not meet its margin everywhere. With the number of distinct library cell variants in the gate-level netlist after synthesis at 19, the number of nets still failing antenna checks after routing is 0.

The die boundary width came out at 80 um. The run gives 0 as the count of unresolved DRC violations after routing. The run gives 189 um^2 as the chip area in the Yosys report. The overall routing resource usage is 0.0275, and the total number of yosys warnings is 0.
-- critical path: stages --
cell,delay (ps)
sky130_fd_sc_hd__buf_8,120
sky130_fd_sc_hd__nor2_2,190
sky130_fd_sc_hd__nand2_1,100
sky130_fd_sc_hd__o21ai_2,140
sky130_fd_sc_hd__dlygate4sd2_1,210
-- cell families after synthesis --
group	count (synthesis)
AND-OR/OR-AND	13
AND/OR/NAND/NOR	11
XOR/XNOR	2
buffers and inverters	6
-- cell type report --
class                           count  area, um^2
Tap cell                           46        57.6
Multi-Input combinational cell     26         216
Timing Repair Buffer               27         226
Fill cell                         393        2910
Inverter                            2        7.51
-- worst min-delay path by stage --
stage | from | to | cells past startpoint
after global routing | SW[1] | HEX[3] | 4
final | SW[1] | HEX[3] | 4
after CTS | SW[1] | HEX[3] | 4
-- stage by stage --
stage | cells | hold slack, ps | setup slack [ps] | power [mW]
after floorplan | 32 | 554 | 267 | 0.0515
after global placement | 93 | 1640 | -843 | 0.123
after detailed placement | 93 | 1630 | -840 | 0.122
after CTS | 101 | 875 | 0.676 | 0.142
after global routing | 101 | 901 | -39.4 | 0.174
final | 101 | 871 | 13.5 | 0.158
-- timing repair --
item	in CTS	in global routing
resized	53	12
setup buffers	7	0
pin swaps	9	3
setup endpoints to repair	7	7
gates cloned	1	0
-- layer usage --
layer	share of wire	wire, um	track usage
met1	0.48	457	0.0389
met2	0.47	446	0.0449
met3	0.045	43	0.00455
met4	0	0	0
met5	0	0	0
-- Yosys cell counts (all sizes together) --
cell	count
xor2	1
nor2	2
and3	1
xnor2	1
buf	4
a22o	1
nand2b	2
o21a	1
a31oi	1
o21ai	4
o22ai	2
nand3	3
a21oi	2
nand2	3
inv	2
o31ai	2
-- where the power goes --
part / switching (mW) / internal [mW]
Combinational: 0.0666 / 0.0916
Sequential: 0 / 0
Clock: 0 / 0
Total: 0.0666 / 0.0916
No activity file was given, so power comes from the tool's default toggle rates.
